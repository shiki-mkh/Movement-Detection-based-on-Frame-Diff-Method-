**/design/flow/design.v**
```verilog
`timescale 1ns/1ns
module I2C_ctrl #(
    parameter DEVICE_ADDR  = 7'b1010_000,
    parameter SYS_CLK_FREQ = 26'd50_000_000,
    parameter SCL_FREQ     = 18'd250_000
)(
    input  wire        sys_clk,
    input  wire        sys_rst_n,
    input  wire        wr_en,
    input  wire        rd_en,
    input  wire        i2c_start,
    input  wire        addr_num,
    input  wire [15:0] byte_addr,
    input  wire [7:0]  wr_data,
    output reg         i2c_clk,
    output reg         i2c_end,
    output reg  [7:0]  rd_data,
    output reg         i2c_scl,
    inout  wire        i2c_sda
);
    parameter CNT_CLK_MAX   = (SYS_CLK_FREQ / SCL_FREQ) >> 2'd3;
    parameter CNT_START_MAX = 8'd100;
    parameter IDLE          = 4'd00,
              START_1       = 4'd01,
              SEND_D_ADDR   = 4'd02,
              ACK_1         = 4'd03,
              SEND_B_ADDR_H = 4'd04,
              ACK_2         = 4'd05,
              SEND_B_ADDR_L = 4'd06,
              ACK_3         = 4'd07,
              WR_DATA       = 4'd08,
              ACK_4         = 4'd09,
              START_2       = 4'd10,
              SEND_RD_ADDR  = 4'd11,
              ACK_5         = 4'd12,
              RD_DATA       = 4'd13,
              N_ACK         = 4'd14,
              STOP          = 4'd15;
    wire        sda_in;
    wire        sda_en;
    reg  [7:0]  cnt_clk;
    reg  [3:0]  state;
    reg         cnt_i2c_clk_en;
    reg  [1:0]  cnt_i2c_clk;
    reg  [2:0]  cnt_bit;
    reg         ack;
    reg         i2c_sda_reg;
    reg  [7:0]  rd_data_reg;
    always @(posedge sys_clk or negedge sys_rst_n) begin
        if (!sys_rst_n)
            cnt_clk <= 8'd0;
        else if (cnt_clk == CNT_CLK_MAX - 1'b1)
            cnt_clk <= 8'd0;
        else
            cnt_clk <= cnt_clk + 1'b1;
    end
    always @(posedge sys_clk or negedge sys_rst_n) begin
        if (!sys_rst_n)
            i2c_clk <= 1'b1;
        else if (cnt_clk == CNT_CLK_MAX - 1'b1)
            i2c_clk <= ~i2c_clk;
    end
    always @(posedge i2c_clk or negedge sys_rst_n) begin
        if (!sys_rst_n)
            cnt_i2c_clk_en <= 1'b0;
        else if ((state == STOP) && (cnt_bit == 3'd3) && (cnt_i2c_clk == 3))
            cnt_i2c_clk_en <= 1'b0;
        else if (i2c_start == 1'b1)
            cnt_i2c_clk_en <= 1'b1;
    end
    always @(posedge i2c_clk or negedge sys_rst_n) begin
        if (!sys_rst_n)
            cnt_i2c_clk <= 2'd0;
        else if (cnt_i2c_clk_en == 1'b1)
            cnt_i2c_clk <= cnt_i2c_clk + 1'b1;
    end
    always @(posedge i2c_clk or negedge sys_rst_n) begin
        if (!sys_rst_n)
            cnt_bit <= 3'd0;
        else if ((state == IDLE) || (state == START_1) || (state == START_2) ||
                 (state == ACK_1) || (state == ACK_2) || (state == ACK_3) ||
                 (state == ACK_4) || (state == ACK_5) || (state == N_ACK))
            cnt_bit <= 3'd0;
        else if ((cnt_bit == 3'd7) && (cnt_i2c_clk == 2'd3))
            cnt_bit <= 3'd0;
        else if ((cnt_i2c_clk == 2'd3) && (state != IDLE))
            cnt_bit <= cnt_bit + 1'b1;
    end
    always @(posedge i2c_clk or negedge sys_rst_n) begin
        if (!sys_rst_n)
            state <= IDLE;
        else begin
            case (state)
                IDLE:
                    if (i2c_start) state <= START_1;
                START_1:
                    if (cnt_i2c_clk == 3) state <= SEND_D_ADDR;
                SEND_D_ADDR:
                    if ((cnt_bit == 3'd7) && (cnt_i2c_clk == 3))
                        state <= ACK_1;
                ACK_1:
                    if ((cnt_i2c_clk == 3) && (ack == 1'b0))
                        state <= addr_num ? SEND_B_ADDR_H : SEND_B_ADDR_L;
                SEND_B_ADDR_H:
                    if ((cnt_bit == 3'd7) && (cnt_i2c_clk == 3))
                        state <= ACK_2;
                ACK_2:
                    if ((cnt_i2c_clk == 3) && (ack == 1'b0))
                        state <= SEND_B_ADDR_L;
                SEND_B_ADDR_L:
                    if ((cnt_bit == 3'd7) && (cnt_i2c_clk == 3))
                        state <= ACK_3;
                ACK_3:
                    if ((cnt_i2c_clk == 3) && (ack == 1'b0))
                        state <= wr_en ? WR_DATA : (rd_en ? START_2 : state);
                WR_DATA:
                    if ((cnt_bit == 3'd7) && (cnt_i2c_clk == 3))
                        state <= ACK_4;
                ACK_4:
                    if ((cnt_i2c_clk == 3) && (ack == 1'b0))
                        state <= STOP;
                START_2:
                    if (cnt_i2c_clk == 3) state <= SEND_RD_ADDR;
                SEND_RD_ADDR:
                    if ((cnt_bit == 3'd7) && (cnt_i2c_clk == 3))
                        state <= ACK_5;
                ACK_5:
                    if ((cnt_i2c_clk == 3) && (ack == 1'b0))
                        state <= RD_DATA;
                RD_DATA:
                    if ((cnt_bit == 3'd7) && (cnt_i2c_clk == 3))
                        state <= N_ACK;
                N_ACK:
                    if (cnt_i2c_clk == 3)
                        state <= STOP;
                STOP:
                    if ((cnt_bit == 3'd3) && (cnt_i2c_clk == 3))
                        state <= IDLE;
                default: state <= IDLE;
            endcase
        end
    end
    always @(*) begin
        case (state)
            IDLE, START_1, SEND_D_ADDR, SEND_B_ADDR_H, SEND_B_ADDR_L,
            WR_DATA, START_2, SEND_RD_ADDR, RD_DATA, N_ACK:
                ack = 1'b1;
            ACK_1, ACK_2, ACK_3, ACK_4, ACK_5:
                ack = (cnt_i2c_clk == 2'd0) ? sda_in : ack;
            default:
                ack = 1'b1;
        endcase
    end
    always @(*) begin
        case (state)
            IDLE:      i2c_scl = 1'b1;
            START_1:   i2c_scl = (cnt_i2c_clk == 3) ? 1'b0 : 1'b1;
            SEND_D_ADDR, ACK_1, SEND_B_ADDR_H, ACK_2, SEND_B_ADDR_L,
            ACK_3, WR_DATA, ACK_4, START_2, SEND_RD_ADDR, ACK_5, RD_DATA, N_ACK:
                       i2c_scl = ((cnt_i2c_clk == 2'd1) || (cnt_i2c_clk == 2'd2)) ? 1'b1 : 1'b0;
            STOP:      i2c_scl = ((cnt_bit == 3'd0) && (cnt_i2c_clk == 2'd0)) ? 1'b0 : 1'b1;
            default:   i2c_scl = 1'b1;
        endcase
    end
    always @(*) begin
        case (state)
            IDLE: begin
                i2c_sda_reg <= 1'b1;
                rd_data_reg <= 8'd0;
            end
            START_1:
                i2c_sda_reg <= (cnt_i2c_clk <= 2'd0) ? 1'b1 : 1'b0;
            SEND_D_ADDR:
                i2c_sda_reg <= (cnt_bit <= 3'd6) ? DEVICE_ADDR[6 - cnt_bit] : 1'b0;
            ACK_1:
                i2c_sda_reg <= 1'b1;
            SEND_B_ADDR_H:
                i2c_sda_reg <= byte_addr[15 - cnt_bit];
            ACK_2:
                i2c_sda_reg <= 1'b1;
            SEND_B_ADDR_L:
                i2c_sda_reg <= byte_addr[7 - cnt_bit];
            ACK_3:
                i2c_sda_reg <= 1'b1;
            WR_DATA:
                i2c_sda_reg <= wr_data[7 - cnt_bit];
            ACK_4:
                i2c_sda_reg <= 1'b1;
            START_2:
                i2c_sda_reg <= (cnt_i2c_clk <= 2'd1) ? 1'b1 : 1'b0;
            SEND_RD_ADDR:
                i2c_sda_reg <= (cnt_bit <= 3'd6) ? DEVICE_ADDR[6 - cnt_bit] : 1'b1;
            ACK_5:
                i2c_sda_reg <= 1'b1;
            RD_DATA:
                if (cnt_i2c_clk == 2'd2)
                    rd_data_reg[7 - cnt_bit] <= sda_in;
            N_ACK:
                i2c_sda_reg <= 1'b1;
            STOP:
                i2c_sda_reg <= ((cnt_bit == 3'd0) && (cnt_i2c_clk < 2'd3)) ? 1'b0 : 1'b1;
            default: begin
                i2c_sda_reg <= 1'b1;
                rd_data_reg <= rd_data_reg;
            end
        endcase
    end
    always @(posedge i2c_clk or negedge sys_rst_n)
        if (!sys_rst_n)
            rd_data <= 8'd0;
        else if ((state == RD_DATA) && (cnt_bit == 3'd7) && (cnt_i2c_clk == 2'd3))
            rd_data <= rd_data_reg;
    always @(posedge i2c_clk or negedge sys_rst_n)
        if (!sys_rst_n)
            i2c_end <= 1'b0;
        else if ((state == STOP) && (cnt_bit == 3'd3) && (cnt_i2c_clk == 3))
            i2c_end <= 1'b1;
        else
            i2c_end <= 1'b0;
    assign sda_in  = i2c_sda;
    assign sda_en  = ((state == RD_DATA) || (state == ACK_1) || (state == ACK_2) ||
                      (state == ACK_3) || (state == ACK_4) || (state == ACK_5)) ? 1'b0 : 1'b1;
    assign i2c_sda = (sda_en == 1'b1) ? i2c_sda_reg : 1'bz;
endmodule
```
**/design/flow/run.sh**
```bash
#!/bin/bash
# OpenROAD 26Q1-2900-gdf79404cd8, Yosys 0.63+post, stock flow scripts
make -C /OpenROAD-flow-scripts/flow DESIGN_CONFIG=/design/flow/config.mk WORK_HOME=/design/flow/orfs finish
```
**/design/flow/config.mk**
```make
export PLATFORM = sky130hd
export DESIGN_NAME = I2C_ctrl
export DESIGN_NICKNAME = I2C_ctrl
export VERILOG_FILES = /design/flow/design.v
export SDC_FILE = /design/flow/constraint.sdc
export NUM_CORES = 4
export LEC_CHECK = 1
export CORE_UTILIZATION = 40
```
**/design/flow/constraint.sdc**
```tcl
current_design I2C_ctrl

set clk_period 2.4
set clk_io_pct 0.2

create_clock -name clk0 -period $clk_period [get_ports {sys_clk}]

set non_clock_inputs [all_inputs -no_clocks]
set_input_delay [expr $clk_period * $clk_io_pct] -clock clk0 $non_clock_inputs
set_output_delay [expr $clk_period * $clk_io_pct] -clock clk0 [all_outputs]
```
==> run summary <==
Implementation status.

- The warning tally printed by Yosys for this design is 2.
- The root buffer cell is sky130_fd_sc_hd__clkbuf_8.
- The first error in the log reads "[error] [KeplerFormal.cpp:679] Workflow failed: Iso has multiple drivers: .i2c_sda0, i2c_sda$_DLATCH_N_.Q0".
- In this run, placement finished with an instance count of 333.
- The number of hold buffers added after CTS was 0.
- The TritonCTS buffer count is 3.
- The setup fix buffers added after clock tree synthesis is 0.
- Per the CTS log, the buffer count on the longest clock path is 2.
- At the floorplan stage, the core utilization is reported as 42.5%.
- The mean cell area of the mapped netlist is 9.61 sq um.
- The worst slack at placement is 0.624 ns.
- 42 I/O pins were placed.
- The height of the chip is 76.6 um.
- The floorplan has 26 rows.
- According to the dpl log, the detail-placed design has an HPWL of 3760 um.
- The total of buffers placed on input and output ports is 40.
- The number of cells upsized or downsized after cts is 0.
- The number of instances in the synthesized netlist is 232.
- The yosys stat cell total is 232.
- The run stopped with a tool error.
- The last stage reached is clock tree synthesis (4_1_cts).
- The die extent in x is 76.6 um.
- The cell area after technology mapping is 2230 sq um.
- According to the Yosys statistics, the synthesized design has a chip area of 2230 sq um.
- The timer found 29 register pins that no clock reaches; their paths are not timed.
- The share of synthesized registers carrying an async set or reset is 73.7%.
- The number of synthesized flops with an enable pin is 0.
- The number of unique standard cell types used by synthesis is 56.
- The most used flip-flop cell after synthesis is sky130_fd_sc_hd__dfrtp_1.
- 40 endpoints have no timing constraint.
- The post-synthesis sequential element count is 38.
- The CTS H-tree depth is 1.
- The global placement routability congestion is 0.835.
## cells in the mapped netlist (3+ instances only)
library cell	number	share of area [%]
sky130_fd_sc_hd__clkbuf_1	6	1.0
sky130_fd_sc_hd__buf_2	3	0.67
sky130_fd_sc_hd__a31oi_1	6	1.7
sky130_fd_sc_hd__nor3_1	9	2.0
sky130_fd_sc_hd__xnor2_1	3	1.2
sky130_fd_sc_hd__nor2b_1	3	0.84
sky130_fd_sc_hd__dfrtp_1	27	30
sky130_fd_sc_hd__nor4_1	3	0.84
sky130_fd_sc_hd__nor2_1	21	3.5
sky130_fd_sc_hd__mux2_2	9	4.5
sky130_fd_sc_hd__dlxtn_1	10	6.7
sky130_fd_sc_hd__a21oi_1	14	3.1
sky130_fd_sc_hd__xor2_1	7	2.8
sky130_fd_sc_hd__ha_1	14	7.9
sky130_fd_sc_hd__nand2b_1	5	1.4
sky130_fd_sc_hd__mux2i_1	7	3.1
sky130_fd_sc_hd__nand3_1	7	1.6
sky130_fd_sc_hd__o21ai_0	6	1.3
sky130_fd_sc_hd__nand2_1	12	2.0
sky130_fd_sc_hd__inv_1	13	2.2
## through the flow
stage	instance area [sq um]	hold slack [ns]	power, W
detailed placement	2670	0.464	0.000223
floorplan	2230	0.184	0.000164
global placement	2670	0.463	0.000223
## cell families after synthesis
family / count (synthesis) / share of synthesized area (%)
latches: 10 / 6.74
muxes: 20 / 11.4
buffers and inverters: 26 / 5.39
xor gates and xnor gates: 10 / 3.93
and+or+nand+nor: 73 / 17.8
DFF: 28 / 31.5
adders and majority gates: 14 / 7.86
AOI/OAI and AO/OA: 51 / 15.4
Power figures rest on the tool's default switching activity, not on a simulated workload.
