**/design/flow/config.mk**
```make
export PLATFORM = sky130hd
export DESIGN_NAME = rgb2gray
export DESIGN_NICKNAME = rgb2gray
export VERILOG_FILES = /design/flow/design.v
export SDC_FILE = /design/flow/constraint.sdc
export NUM_CORES = 4
export LEC_CHECK = 1
export CORE_UTILIZATION = 50
```
**/design/flow/constraint.sdc**
```tcl
current_design rgb2gray

set clk_period 3.9
set clk_io_pct 0.2

create_clock -name clk0 -period $clk_period [get_ports {clk}]

set non_clock_inputs [all_inputs -no_clocks]
set_input_delay [expr $clk_period * $clk_io_pct] -clock clk0 $non_clock_inputs
set_output_delay [expr $clk_period * $clk_io_pct] -clock clk0 [all_outputs]
```
**/design/flow/design.v**
```verilog
module rgb2gray (
    input  wire        clk,
    input  wire        rst_n,
    input              dvp_vsync,   
    input              dvp_href ,   
    input              dvp_valid,   
    input       [15:0] dvp_data,    
    output reg         gray_valid,
    output reg         gray_vsync,
    output reg         gray_href,
    output reg  [7:0]  gray_data
);
    wire [4:0] R5 = dvp_data[15:11];
    wire [5:0] G6 = dvp_data[10:5];
    wire [4:0] B5 = dvp_data[4:0];
    wire [7:0] R8 = {R5, R5[4:2]};
    wire [7:0] G8 = {G6, G6[5:4]};
    wire [7:0] B8 = {B5, B5[4:2]};
    reg [7:0] R8_r, G8_r, B8_r;
    reg       vld_s1, vsync_s1, href_s1;
    always @(posedge clk or negedge rst_n) begin
        if (!rst_n) begin
            R8_r <= 0; G8_r <= 0; B8_r <= 0;
            vld_s1 <= 0; vsync_s1 <= 0; href_s1 <= 0;
        end else begin
            R8_r <= R8;
            G8_r <= G8;
            B8_r <= B8;
            vld_s1   <= dvp_valid;
            vsync_s1 <= dvp_vsync;
            href_s1  <= dvp_href;
        end
    end
    wire [15:0] multR = (R8_r << 6) + (R8_r << 3) + (R8_r << 2) + R8_r;    
    wire [16:0] multG = (G8_r << 7) + (G8_r << 4) + (G8_r << 2) + (G8_r << 1);  
    wire [15:0] multB = (B8_r << 4) + (B8_r << 3) + (B8_r << 2) + B8_r;    
    reg [16:0] Rw_r, Gw_r, Bw_r;
    reg        vld_s2, vsync_s2, href_s2;
    always @(posedge clk or negedge rst_n) begin
        if (!rst_n) begin
            Rw_r <= 0; Gw_r <= 0; Bw_r <= 0;
            vld_s2 <= 0; vsync_s2 <= 0; href_s2 <= 0;
        end else begin
            Rw_r <= multR;
            Gw_r <= multG;
            Bw_r <= multB;
            vld_s2   <= vld_s1;
            vsync_s2 <= vsync_s1;
            href_s2  <= href_s1;
        end
    end
    wire [17:0] sum  = Rw_r + Gw_r + Bw_r;
    wire [7:0]  gray = sum[15:8];    
    always @(posedge clk or negedge rst_n) begin
        if (!rst_n) begin
            gray_data  <= 0;
            gray_valid <= 0;
            gray_vsync <= 0;
            gray_href  <= 0;
        end else begin
            gray_data  <= gray;
            gray_valid <= vld_s2;
            gray_vsync <= vsync_s2;
            gray_href  <= href_s2;
        end
    end
endmodule
```
**/design/flow/run.sh**
```bash
#!/bin/bash
# OpenROAD 26Q1-2900-gdf79404cd8, Yosys 0.63+post, stock flow scripts
make -C /OpenROAD-flow-scripts/flow DESIGN_CONFIG=/design/flow/config.mk WORK_HOME=/design/flow/orfs finish
```
==> out/qor.yml <==
cts-resized-gates: 0
die_x_um: 101.4
cp_max_fo: 5
maxSlewHeadroom_pct: 56.37
grt-ovfl-total: 0
hp-class: "flip-flop to flip-flop"
synthCells: 412
ys_cells: 412
pre_cts_ws_ns: 0.4518
outcome: "finished clean"
warnings: 28
clkTransAtPathRegs_ns: 0.08
avgRoutedWirePerCell_um: 13.40
drt_iter0_drc: 65
p_seq_share_pct: 28.1
fill_cells: 771
first_pass_iters: 4
syn_area_sq_um: 4938
fmax_mhz: 286.1
via_per_inst: 4.923
antenna_found_initial: 0
synth-edff-count: 0
cap_violations: 0
clock_latency_ns: 0.33
ir_worst_vdd_v: 0.0004710
yosysWarnings: 1
ys_types: 44
rows: 35
p_comb_share_pct: 57.4
intPower_w: 0.002462
critPathRequiredTime_ns: 4.11
hpwl_mm: 6.457
leakage_nw: 2.777
vias: 2890
ys_area_sq_um: 4938
initCoreUtil_pct: 52.45
setup_viol: 0
yosysTopAreaCell: "dfrtp_1"
syn2layout_area_growth_pct: 13.58
ys_seq_share_pct: 39.02
h-tree-depth: 3
antenna_left: 0
coreArea_sq_um: 9415
power.share.switching_pct: 39.86
die_h_um: 101.4
critPathCaptureType: "flip-flop"
finClkSkew_ns: 0.009721
io_pins: 32
drc_errors: 0
topCellsByArea: "dfrtp_1, fa_1, ha_1"
clock_path_buffers: 2
worst_pin_slew_ns: 0.6544
grt_pass1_vias: 2864
syn_avg_cell_area_sq_um: 11.99
wirelength_mm: 7.867
tns_ns: 0
synth.top_cells.by_count: "dfrtp_1, ha_1, inv_1"
root_buffer: "clkbuf_8"
cellPowerDensity_nw_per_um2: 729.9
register_area_sq_um: 1927
finalHoldViolCount: 0
top_cell: "dfrtp_1"
criticalPathCategory: "flip-flop to flip-flop"
min_period_ns: 3.496
dieArea_sq_um: 10280
start_kind: "flip-flop"
final_util_pct: 59.57
ctsHoldBuffers: 0
logic_area_sq_um: 2763
cts-buffers-inserted: 9
flop_cell: "dfrtp_1"
rsz0062_at_grt: "no"
cts_tree: "done"
gp_congestion: 0.8635
synthArstFlopShare_pct: 100.0
clkSinkCount: 77
p_sw_w: 0.001632
cp_data_arrival_time_ns: 3.71
clockPowerShare_pct: 14.5
yosys.area.top_type_share_pct: 39.02
grtUsageTotal_pct: 18.06
setup_slack_ns: 0.4045
ys_seq_elements: 77
finalClockPeriodUsage_pct: 89.63
grt_pass1_wl_mm: 13.41
drv_slew: 0
drive_gt1_share_pct: 5.677
postCtsSetupBuffers: 0
grt_max_degree: 55
portBuffers: 31
num_antenna_cells: 0
placed cells by master, fill, tap and decap left out, types with 4 or more instances in the layout:
| cell | instances |
|---|---|
| nand2_1 | 14 |
| o21ai_1 | 4 |
| fa_1 | 44 |
| a21oi_1 | 14 |
| xnor2_1 | 22 |
| o21a_1 | 5 |
| a21o_1 | 9 |
| nor3_1 | 4 |
| xor2_1 | 7 |
| o21ai_0 | 6 |
| ha_1 | 69 |
| inv_1 | 65 |
| clkdlybuf4s50_1 | 30 |
| clkbuf_8 | 11 |
| nand3_1 | 6 |
| nor2_1 | 25 |
| dfrtp_1 | 77 |
worst paths after layout:
path | start | endpoint | slack [ns] | depth (start not counted)
worst min register to register | href_s1 | href_s2 | 0.35 | 0
max in group asynchronous | rst_n | Gw_r[8] | 2.67 | 2
worst max-delay path | R8_r[6] | Rw_r[14] | 0.40 | 12
worst min-delay path | href_s1 | href_s2 | 0.35 | 0
min in group asynchronous | rst_n | gray_valid | 0.46 | 1
worst max register to register | R8_r[6] | Rw_r[14] | 0.40 | 12
per-layer routing:
layer	vias to the layer above	GRT usage [%]	part of all wire, %
li1	1457	-	-
met1	1384	30.36	50
met2	38	27.68	46
met3	11	2.381	2.4
met4	0	2.787	1.8
met5	-	0	0
cell families (layout without fill, tap and decap cells):
logic type	count (synthesis)	in the layout	synth area share, %
flops	77	77	39.02
xor+xnor	29	29	5.143
compound gates	69	69	10.31
buf+inv	66	112	5.042
simple gates	58	58	5.169
fa+ha+maj	113	113	35.32
power groups by stage:
stage,clock (W),sequential [W],combinational [W]
after CTS,0.000624,0.00116,0.00237
after global routing,0.000647,0.00118,0.00267
final,0.000594,0.00115,0.00235
area by class of cell:
| cell class | instances | area share [%] |
|---|---|---|
| Clock buffer | 11 | 2.699 |
| Clock inverter | 4 | 0.8476 |
| Inverter | 65 | 4.350 |
| Multi-Input combinational cell | 269 | 49.25 |
| Sequential cell | 77 | 34.35 |
| Tap cell | 129 | 2.878 |
| Timing Repair Buffer | 32 | 5.621 |
flip-flops by register name (all words and copies together) (netlist names), 5 cells and up:
name / count
B8_r: 5
Rw_r: 15
Gw_r: 15
R8_r: 5
gray_data: 8
G8_r: 6
Bw_r: 14
metrics by stage:
step	cell area, sq um	total power (W)	hold slack [ns]	instances
after global placement	5410	0.003515	0.3344	572
final	5609	0.004094	0.3458	587
after detailed placement	5410	0.003535	0.3355	572
after global routing	5609	0.004497	0.3581	587
after CTS	5609	0.004153	0.3504	587
after floorplan	4938	0.002972	0.3312	412
worst max-delay path, cell delays in order, from the launching register on:
cell and delay [ns]:
dfrtp_1 0.48, inv_1 0.19, fa_1 0.57, inv_1 0.05, ha_1 0.28, ha_1 0.23, fa_1 0.42, a21o_1 0.23
a211oi_2 0.21, nor2_1 0.08, or4_1 0.42, a31oi_1 0.17, nor2_1 0.05
No activity file was given, so power comes from the tool's default toggle rates.
