<file path="./constraint.sdc">
current_design rectangle

set clk_period 4.5
set clk_io_pct 0.2

create_clock -name clk0 -period $clk_period [get_ports {clk}]

set non_clock_inputs [all_inputs -no_clocks]
set_input_delay [expr $clk_period * $clk_io_pct] -clock clk0 $non_clock_inputs
set_output_delay [expr $clk_period * $clk_io_pct] -clock clk0 [all_outputs]
</file>
<file path="./run.sh">
#!/bin/bash
# OpenROAD 26Q1-2900-gdf79404cd8, Yosys 0.63+post, stock flow scripts
make -C /OpenROAD-flow-scripts/flow DESIGN_CONFIG=/design/flow/config.mk WORK_HOME=/design/flow/orfs finish
</file>
<file path="./config.mk">
export PLATFORM = sky130hd
export DESIGN_NAME = rectangle
export DESIGN_NICKNAME = rectangle
export VERILOG_FILES = /design/flow/design.v
export SDC_FILE = /design/flow/constraint.sdc
export NUM_CORES = 4
export LEC_CHECK = 1
export CORE_UTILIZATION = 40
</file>
<file path="./design.v">
`timescale 1ns/1ns
module rectangle
#(
	parameter	[10:0]	IMG_WIDTH = 11'd640,	 
	parameter	[10:0]	IMG_HEIGHT  = 11'd480
)
(
	input				clk,  				 
	input				rst_n,				 
	input				per_frame_vsync,	 
	input				per_frame_href,		 
	input				per_frame_clken,	 
	input		      per_img_Y,			 
	input          cmos_frame_clken,	               
	input          cmos_frame_vsync,	
	input          cmos_frame_href,	
	input  [15:0]  cmos_frame_data, 
	output			post_frame_vsync,	 
	output			post_frame_href,	 
	output			post_frame_clken,	 
	output [15:0]  post_img_Y			 
);
wire         out_en_h  ;
wire         out_en_v   ;
reg [9:0]   edg_up     ; 
reg [9:0]   edg_down   ; 
reg  [9:0]  edg_left   ; 
reg  [9:0]  edg_right  ; 
reg [9:0]   edg_up_d1     ; 
reg [9:0]   edg_down_d1   ; 
reg  [9:0]  edg_left_d1   ; 
reg  [9:0]  edg_right_d1  ; 
reg per_frame_href_r    ;
reg per_frame_vsync_r   ;
reg per_frame_clken_r;
reg per_img_data_r;
reg [9:0]h_cnt;
reg [9:0]v_cnt;
reg [15:0]  post_cmos_data;
wire valid_en = 1'b1; 
wire href_falling;
wire vsync_rising;
wire vsync_falling;
always@(posedge clk or negedge rst_n)
 if(!rst_n)begin
   per_frame_href_r<= 1'd0;
   per_frame_vsync_r<= 1'd0;
	per_frame_clken_r <= 1'b0;
   per_img_data_r <=1'd0;
   end 
 else begin
   per_frame_href_r<= per_frame_href; 
   per_frame_vsync_r<= per_frame_vsync; 
   per_img_data_r <=per_img_Y;
	per_frame_clken_r <= per_frame_clken;
 end 
reg         cmos_frame_clken_r;	               
reg         cmos_frame_vsync_r;	
reg         cmos_frame_href_r;
 always@(posedge clk or negedge rst_n)
 if(!rst_n)begin
   cmos_frame_href_r  <= 1'd0;
   cmos_frame_vsync_r <= 1'd0;
	cmos_frame_clken_r <= 1'b0;
   end 
 else begin
   cmos_frame_href_r  <= cmos_frame_href;
   cmos_frame_vsync_r <= cmos_frame_vsync;
	cmos_frame_clken_r <= cmos_frame_clken;
 end 
always@(posedge clk or negedge rst_n)
 if(!rst_n)begin
 h_cnt <=10'd0;
 end
 else if(per_frame_href)begin
  if(per_frame_clken)
    h_cnt <=h_cnt+1'b1;
  else
    h_cnt <=h_cnt;
 end 
 else begin
 h_cnt <=10'd0;
 end 
 always@(posedge clk or negedge rst_n)
 if(!rst_n)begin
 v_cnt <=10'd0;
 end
 else if(per_frame_vsync)begin 
  if(href_falling)
  v_cnt <=v_cnt+1'b1;
  else
  v_cnt <=v_cnt;
 end 
 else 
 v_cnt <=10'd0;
always@(posedge clk or negedge rst_n)
begin
    if(!rst_n) begin
      edg_up    <=  10'd479;
      edg_down  <=  10'd0;
      edg_left  <=  10'd639;
      edg_right <=  10'd0;
	 end
	else if(vsync_rising) begin
	   edg_up    <=  10'd479;
      edg_down  <=  10'd0;
      edg_left  <=  10'd639;
      edg_right <=  10'd0;
	end
   else if(per_frame_clken & per_frame_href)begin
	  if(per_img_Y == 1'b1) begin
	     if(edg_up > v_cnt)
	       edg_up  <=v_cnt ;
	     else 
          edg_up  <=edg_up ;	
	     if(edg_down < v_cnt)
	       edg_down  <=v_cnt ;
	     else 
          edg_down  <=edg_down ;	
		  if(edg_left > h_cnt)
	       edg_left  <= h_cnt ;
	     else 
          edg_left  <=edg_left ;	
	     if(edg_right < h_cnt)
	       edg_right  <=h_cnt ;
	     else 
          edg_right  <=edg_right ;			 
	  end
	end
end 
always@(posedge clk or negedge rst_n)
begin 
   if(!rst_n) begin
      edg_up_d1    <=  10'd160;
      edg_down_d1  <=  10'd240;
      edg_left_d1  <=  10'd160;
      edg_right_d1 <=  10'd240;
	 end
 	else if(vsync_falling) begin
	   edg_up_d1    <=  edg_up   ;
      edg_down_d1  <=  edg_down ;
      edg_left_d1  <=  edg_left ;
      edg_right_d1 <=  edg_right;
	end
end 
always@(posedge  clk or negedge rst_n)
begin
    if(!rst_n) 
	 post_cmos_data <= 16'd0; 
else if(cmos_frame_vsync)begin 
    if(~(cmos_frame_href & cmos_frame_clken)) 
	 post_cmos_data <= 16'd0;
    else if(valid_en &&
	      ((((( h_cnt >=edg_left_d1)&&(h_cnt <=edg_left_d1+3))||(( h_cnt >=edg_right_d1))&&(h_cnt <=edg_right_d1+3)))&&(v_cnt >=edg_up_d1 && v_cnt <= edg_down_d1))
		 ||(((( v_cnt >=edg_up_d1)&&(v_cnt <=edg_up_d1+3))||(( v_cnt >=edg_down_d1)&&(v_cnt <=edg_down_d1+3)))&&(h_cnt >= edg_left_d1 && h_cnt <= edg_right_d1)))
	 post_cmos_data <={5'b11111,6'd0,5'd0};
    else  
	 post_cmos_data <= cmos_frame_data; 
  end 
end
assign     vsync_rising    =(~per_frame_vsync_r) & per_frame_vsync ?1'b1:1'b0;
assign     vsync_falling   = per_frame_vsync_r & (~per_frame_vsync)? 1'b1:1'b0;
assign     href_falling    = per_frame_href_r & (~per_frame_href)?1'b1:1'b0;
assign post_frame_vsync  = cmos_frame_vsync_r;
assign post_frame_href   = cmos_frame_href_r;
assign post_frame_clken  = cmos_frame_clken_r;
assign post_img_Y =post_cmos_data;
endmodule
</file>
==> results.yml <==
# implementation run metrics
grt:
  grt_pass1_vias: 6254
  grt_max_degree: 53
  grt_overflow: 0
  grtUsageTotal_pct: 19.8
  grt_pass1_wl_um: 33000
  antenna_found_initial: 0
placed_design:
  place_ws_ps: 1150
  dp_hpwl_um: 14200
  postPlaceCellArea_um2: 8960
  portBuffers: 43
  globalplace.congestion: 0.886
drt:
  dr.pass1.iters: 5
  drtAntennaViolNets: 0
  wl_um: 19300
  drc_errors: 0
  routedWlPerCell_um: 16.2
  vias_per_cell: 5.35
  dr.first_iter.drc_count: 309
  antennaDiodeCount: 0
  vias: 6383
power:
  vdd_drop_max_mv: 0.190
  p_per_area_nw_per_um2: 324
  finalPower_w: 0.00310
  p_leak_nw: 4.17
logic_synthesis:
  flop_cell: "dfrtp_1"
  top_cell_area_share_pct: 28.3
  yosys_warnings: 1
  syn_avg_cell_area_um2: 9.48
  topCellsByArea: "dfrtp_1 28%, ha_1 19%, dfstp_2 8.9%"
  syn-cell-area_um2: 8240
  ys_area_um2: 8240
  largest_area_cell: "dfrtp_1"
  async_reset_ff_share_pct: 100
  ys_types: 58
  syn_inst: 869
  edf_count: 0
  ys_seq_elements: 121
  ys_seq_share_pct: 37.2
  ys_cells: 869
final_layout:
  final_common_cell: "ha_1"
  syn2layout_area_growth_pct: 16.0
  layout-drive-gt1-share_pct: 9.43
  fin_area_um2: 9550
  layout_top_cells: "124 x ha_1, 115 x nand2_1, 93 x dfrtp_1"
floorplanning:
  rows: 52
  ios: 44
  core_um2: 20200
  chipArea_um2: 21200
  die_w_um: 145
  fp_util_pct: 40.7
  die_y_um: 145
sta:
  fin_skew_ps: 8.14
  worst_pin_slew_ps: 787
  finalHoldViolations: 0
  fin_crit_ps: 3370
  fin_ws_ps: 1130
  hold_slack_ps: 489
  slew_viol_final: 0
  setup_viol: 0
  finalClockPeriodUsage_pct: 74.9
  rsz0062_at_grt: "no"
  fmax_mhz: 297
  finalSetupTns_ps: 0
  slew_headroom_pct: 47.6
worst_setup_path:
  crit_required_ps: 4810
  critPathCaptureType: "register"
  arrival_ps: 3680
  reg2reg_slack_ps: 1130
  path_class: "reg -> reg"
  critPathLaunchType: "register"
  cp_max_fo: 16
clock_network:
  holdBufCountCts: 0
  post_cts_buffers: 0
  clockBufferDepth: 2
  cts_tree: "built"
  htree_levels: 4
  cts_buffers: 17
  cts-root-buf: "clkbuf_16"
  clock-sinks: 121
  clk_pin_slew_worst_paths_ps: 60
  cts_resized: 0
  clock_latency_ps: 420
status:
  run_status: "completed"
run:
  max-cap-violations: 0
  warnings: 29
hold_path:
  hold_class: "reg -> reg"
final timing paths:
path | endpoint | cells past startpoint | start
max in group asynchronous | edg_left[5]$_DFFE_PN1P_ | 2 | rst_n
min in group asynchronous | post_cmos_data[2]$_DFFE_PN0P_ | 1 | rst_n
worst min-delay path | post_cmos_data[3]$_DFFE_PN0P_ | 1 | post_cmos_data[3]$_DFFE_PN0P_
worst max-delay path | post_cmos_data[6]$_DFFE_PN0P_ | 13 | edg_down_d1[0]$_DFFE_PN0P_
worst min register to register | post_cmos_data[3]$_DFFE_PN0P_ | 1 | post_cmos_data[3]$_DFFE_PN0P_
worst max register to register | post_cmos_data[6]$_DFFE_PN0P_ | 13 | edg_down_d1[0]$_DFFE_PN0P_
state kept, by name, indices dropped and copies added, names as in the netlist:
signal / flops
per_frame_href_r: 1
edg_right: 10
edg_down: 10
edg_left: 10
cmos_frame_vsync_r: 1
edg_up_d1: 10
edg_up: 10
edg_right_d1: 10
edg_left_d1: 10
edg_down_d1: 10
per_frame_vsync_r: 1
v_cnt: 10
post_cmos_data: 16
cmos_frame_href_r: 1
cmos_frame_clken_r: 1
h_cnt: 10
worst max-delay path, cell delays in order, from the launching register on:
cell and delay, ps:
dfrtp_1 380, inv_1 90, ha_1 250, nor4_2 410
nand3_1 150, xnor2_1 140, ha_1 290, nand4_1 140
nor2_1 60, a2111oi_0 390, a211o_1 210, o2bb2a_4 160
o32a_4 300, a32o_1 280
metrics by stage:
step	util, %	instances
after floorplan	-	869
after global placement	44.3	1161
after detailed placement	44.3	1161
after CTS	47.2	1193
after global routing	47.2	1193
final	47.2	1193
logic make-up after synthesis:
kind of cell,count (synthesis),synth area share [%]
AOI/OAI and AO/OA,208,16.7
xor gates and xnor gates,47,5.00
adders and majority gates,124,18.8
buffers and inverters,98,4.59
DFF,121,37.2
muxes,23,2.80
and+or+nand+nor,248,14.9
layer usage:
metal  part of all wire (%)  vias to the layer above  global-route usage [%]  routed length, um
met5                      0                        -                       0                  0
li1                       -                     3199                       -                  -
met4                   0.74                        0                    1.79                142
met2                     43                      114                    29.5               8250
met1                     52                     3057                    32.8              10100
met3                    4.1                       13                    2.53                793
report_power, final:
group | leakage, nW | internal (W) | switching, W
Sequential | 1.54 | 0.00117 | 0.0000641
Clock | 0.280 | 0.000850 | 0.000528
Combinational | 2.36 | 0.000218 | 0.000261
synth_stat cells, types with 3 or more instances:
cell and number:
nand4_1 20, xnor2_1 42, a211o_1 6, nand2_1 115, nor4_1 5, o2111ai_1 3
xor2_1 5, o21ai_1 5, inv_2 8, dfrtp_1 93, a32o_1 11, o21a_1 6
o211ai_1 15, dfstp_2 28, clkbuf_1 24, mux2i_1 23, nand2b_1 5, nor2_1 17
a31oi_1 10, nand3_1 32, a21o_1 24, and2_1 15, nor2b_1 11, or3_1 5
o21ai_0 64, ha_1 124, inv_1 62, a21boi_0 4, nor3_1 8, a21oi_1 42
area by class of cell:
cell class	count	area, um^2
inverter	71	267
tap	270	338
fill	1871	10700
clock inverter	12	139
multi-input combinational	650	4810
sequential	121	3060
clock buffer	20	457
timing repair buffer	49	485
Power figures rest on the tool's default switching activity, not on a simulated workload.
